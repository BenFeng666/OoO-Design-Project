===== run.sh =====
#!/bin/bash
# OpenROAD 26Q1-2900-gdf79404cd8, Yosys 0.63+post, stock flow scripts
make -C /OpenROAD-flow-scripts/flow DESIGN_CONFIG=/design/flow/config.mk WORK_HOME=/design/flow/orfs finish

===== design.v =====
module reg_file(
    input wire clk,
    input wire we,
    input wire rst,
    input wire [4:0] rs1_addr,
    input wire [4:0] rs2_addr,
    input wire [4:0] rd_addr,
    input wire [31:0] rd_data,
    output reg [31:0] rs1_data,
    output reg [31:0] rs2_data
);
reg [31:0] store_unit [31:0];
integer i;
always @(posedge clk , negedge rst )
begin
  if (!rst)
  begin
    for (i=0;i<32;i++) begin
            store_unit[i]<=32'b0;
    end
  end
  else if (we)  
  begin
    store_unit[rd_addr] <=rd_data; 
    store_unit[0] <=32'b0;  
  end
end
always @(*) begin
    rs1_data = store_unit[rs1_addr];
    rs2_data = store_unit[rs2_addr];
end
endmodule

===== config.mk =====
export PLATFORM = sky130hd
export DESIGN_NAME = reg_file
export DESIGN_NICKNAME = reg_file
export VERILOG_FILES = /design/flow/design.v
export SDC_FILE = /design/flow/constraint.sdc
export NUM_CORES = 4
export LEC_CHECK = 1
export CORE_UTILIZATION = 30

===== constraint.sdc =====
current_design reg_file

set clk_period 10.6
set clk_io_pct 0.2

create_clock -name clk0 -period $clk_period [get_ports {clk}]

set non_clock_inputs [all_inputs -no_clocks]
set_input_delay [expr $clk_period * $clk_io_pct] -clock clk0 $non_clock_inputs
set_output_delay [expr $clk_period * $clk_io_pct] -clock clk0 [all_outputs]

==> impl_metrics.tcl <==
# yosys + openroad results
set metrics [dict create \
    grt_max_degree 107 \
    wl_per_cell_um 37.10 \
    hold_depth 1 \
    synth_cell_types 60 \
    largest_register_ff_count 992 \
    dr.pass1.iters 8 \
    hold_viol 0 \
    power.total_mw 10.78 \
    p_per_area_nw_per_um2 184.6 \
    ff2ff_setup_slack_ns 9.70 \
    clock_skew_ns 0 \
    clkTransAtPathRegs_ns 0.06 \
    grt_overflow 0 \
    reg_top3 "store_unit: 992 flops" \
    fill_cells 16400 \
    fmax_mhz 114.3 \
    holdBufCountCts 0 \
    dpl.hpwl_um 145200 \
    fp_util_pct 30.34 \
    die_area_sq_um 171300 \
    dp_cells 6289 \
    synth_top_cell_by_area "dfrtp_1" \
    post_cts_resized 0 \
    insertion_delay_ns 0.75 \
    synthFlopType "dfrtp_1" \
    ant_nets 0 \
    top_cell_area_share_pct 48.77 \
    clockRootBuffer "clkbuf_16" \
    grt_pass1_vias 41980 \
    fp.dieW_um 413.9 \
    cts_setup_buffers 0 \
    cts_buffer_depth 3 \
    drc 0 \
    crit_path_start_kind "primary input" \
    fin_tns_setup_ns 0 \
    hold_end "store_unit[24][29]" \
    layout-drive-gt1-share_pct 35.64 \
    worstSetupEndpointType "output pin" \
    critPathRequiredTime_ns 8.48 \
    cts_tree "done" \
    regArea_sq_um 24820 \
    maxCapViolCount 0 \
    die_h_um 413.9 \
    worstPathMaxFanout 31 \
    leakage_nw 26.16 \
    post_drt_via_cell_ratio 6.512 \
    synthArstFlopShare_pct 100.0 \
    antenna_found_initial 9 \
    edf_count 0 \
    top_register "store_unit" \
    cts_buffers 108 \
    worst_hold_path_type "reg2reg" \
    r2r-end "store_unit[28][13]" \
    ys_seq_share_pct 48.77 \
    cts-htree-levels 3 \
    ir_worst_vdd_mv 0.1467 \
    warnings 37 \
    synth_warnings 2 \
    slew_violations 0 \
    logic_area_sq_um 24390 \
    period_needed_ns 8.745 \
    hold_start "store_unit[24][29]" \
    ys_area_sq_um 50900 \
    reg2reg_from "store_unit[28][13]" \
    fin_cells 6495 \
    coreArea_sq_um 167800 \
    cp_data_arrival_time_ns 6.63 \
    slew_headroom_pct 26.30 \
    netlist_instances 4241 \
    setup_viol 0 \
    syn_to_final_growth_pct 14.76 \
    rows 150 \
    syn_area_sq_um 50900 \
    port_buffers 113 \
    drt_iter0_drc 5188 \
    rr_worst_depth 1 \
    clock_sinks 992 \
    gp_congestion 1.027 \
    postSynthAreaPerCell_sq_um 12.00 \
    worstSetupPathType "in2out" \
    yosys_cells 4241 \
    worst_slew_pin_slew_ns 1.102 \
    vias 42300 \
    grt_pass1_wl_um 334000 \
    grt_setup_unrepaired "false" \
    run_status "finished, final reports clean" \
    wl_um 241000 \
    grt.total_usage_pct 28.83 \
    io_pins 114 \
    yosys_register_bits 992 \
    area_leaders "dfrtp_1 49%, mux2_2 22%, a22oi_1 8.3%" \
    fin_crit_sh_pct 82.50 \
]
==> layer usage <==
layer  wire length (um)  global-route usage [%]  vias up
met4              19680                   17.57       18
met1              85960                   35.82    21480
met5                232                  0.5284        -
met3              35840                   15.14     1036
met2              99270                   39.73     3389
li1                   -                       -    16380
==> cells by family (layout without fill, tap and decap cells) <==
kind of cell	count (synthesis)	in the layout	synth area share [%]
muxes	1028	1028	22.67
DFF	992	992	48.77
and+or+nand+nor	917	917	10.84
AOI/OAI and AO/OA	832	832	13.70
buffers and inverters	472	516	4.016
other	0	6	0
==> cell usage in the layout (no fill, tap or decap), types with 7 or more instances in the layout <==
master             n
a32oi_1           11
nand3_1          132
or4_1             55
a22o_1            40
nand2b_1           7
a222oi_1          27
and2_2            33
a22oi_1          561
nand2_1           61
nand4_1          102
nor4_1             9
and3_1           385
nand2_2           11
a2111oi_2         27
a2111oi_4         14
dfrtp_1          992
a221oi_1          12
a2111oi_0         81
o2bb2ai_1         12
o22ai_1           20
clkinvlp_4         8
nand4b_1          11
clkbuf_16        109
bufinv_16         11
and4_1            12
clkdlybuf4s50_1  111
buf_4            196
mux2_2           998
clkinv_2          24
clkbuf_8          20
mux2i_1           27
clkbuf_1          20
nor2_4            20
==> worst max-delay path by stage <==
stage           start      endpoint  slack, ns  cells past startpoint
4_1_cts   rs1_addr[4]  rs1_data[18]       2.01                     10
5_1_grt   rs1_addr[4]  rs1_data[18]       1.93                     10
6_report  rs1_addr[0]  rs1_data[23]       1.85                     10
==> Yosys cell counts, types with 12 or more instances <==
library cell / number
a22oi_1: 561
nand3_1: 133
mux2_2: 998
and4_1: 12
buf_2: 56
a222oi_1: 27
o22ai_1: 20
a22o_1: 40
nand2_1: 72
mux2i_1: 27
and3_1: 385
and2_1: 35
or4_1: 55
o2bb2ai_1: 12
a2111oi_4: 14
buf_1: 57
nor2_1: 29
a2111oi_2: 27
clkbuf_1: 329
nand4_1: 102
a221oi_1: 12
a2111oi_0: 82
buf_6: 24
dfrtp_1: 992
==> critical path: stages <==
cell and delay (ns):
clkdlybuf4s50_1 0.48, buf_4 0.28, nor2b_4 0.59, buf_4 0.57, and2_2 0.80, buf_4 0.56, a222oi_1 0.17, nand3_1 0.11
or4_1 0.35, clkdlybuf4s50_1 0.54
==> stage by stage <==
step                util [%]  setup WS (ns)  instance area (sq um)  hold WS [ns]
floorplan                  -          4.768                  50900        0.4788
global placement       32.59          2.014                  54680        0.5012
detailed placement     32.59          2.018                  54680        0.5034
CTS                    34.81          2.013                  58400        0.5170
global route           34.81          1.934                  58400        0.5344
finish                 34.82          1.855                  58410        0.5186
==> power by group <==
| group | internal [mW] | switching [mW] | total [mW] |
|---|---|---|---|
| clock | 2.30 | 1.70 | 4.00 |
| sequential | 4.52 | 0.707 | 5.23 |
| combinational | 0.822 | 0.734 | 1.56 |
==> area by class of cell <==
type,count,share of cell area (%)
flip-flops and latches,992,42.50
multi-input cells,2777,41.76
repair buffers,314,4.627
diodes,6,0.02570
clock inverters,51,1.088
well taps,2204,4.721
clock buffers,149,5.269
inverters,2,0.01285
Power figures rest on the tool's default switching activity, not on a simulated workload.
