**flow/design.v**
```verilog
module ALU(
    input wire [31:0] A,
    input wire [31:0] B,
    input wire [3:0] ctrl,
    output reg [31:0] result,
    output reg zero,
    output reg negative
);
always @(*) begin
    case (ctrl)
    4'b0000: result = A+B;
    4'b0001: result = A-B;
    4'b0010: result = A&B;
    4'b0011: result = A|B;
    4'b0100: result = A^B;
    4'b0101: result = A << B[4:0];
    4'b0110: result = A>>B[4:0];
    4'b0111: result = $signed(A)>>>B[4:0];
    4'b1000: result = ($signed(A)<$signed(B))? 32'd1:32'd0;
    4'b1001: result = (A<B)? 32'd1:32'd0;
    default: result=32'b0; 
    endcase
    if (result == 32'b0)begin
      zero=1;
    end
    else begin
        zero=0 ;
    end
    negative = result[31]; 
end
endmodule
```
**flow/run.sh**
```bash
#!/bin/bash
# OpenROAD 26Q1-2900-gdf79404cd8, Yosys 0.63+post, stock flow scripts
make -C /OpenROAD-flow-scripts/flow DESIGN_CONFIG=/design/flow/config.mk WORK_HOME=/design/flow/orfs finish
```
**flow/config.mk**
```make
export PLATFORM = sky130hd
export DESIGN_NAME = ALU
export DESIGN_NICKNAME = ALU
export VERILOG_FILES = /design/flow/design.v
export SDC_FILE = /design/flow/constraint.sdc
export NUM_CORES = 4
export LEC_CHECK = 1
export CORE_UTILIZATION = 40
```
**flow/constraint.sdc**
```tcl
current_design ALU

set clk_period 16.4
set clk_io_pct 0.2

create_clock -name clk0 -period $clk_period

set non_clock_inputs [all_inputs -no_clocks]
set_input_delay [expr $clk_period * $clk_io_pct] -clock clk0 $non_clock_inputs
set_output_delay [expr $clk_period * $clk_io_pct] -clock clk0 [all_outputs]
```
==> results.tsv <==
metric	value	unit
WP data required	13.12	ns
RSZ-0062 raised after global routing	no	
WL met3	6380	µm
wire per inst	30.3	µm
most frequent logic cell in the layout	nand2_1	
Diodes inserted	0	
Post-DP Area	11000	µm²
met2 wire length	22600	µm
cells in synth_stat.txt	1386	
clock share of power	0	%
Die Y	159	µm
Final Cell Area	11000	µm²
Post-DRT Antenna Nets	0	
Slowest-stage cell, CP	a2111oi_0	
Setup CP Type	input port to output pin	
crit path max fanout	35	
CLK BUF	0	
GRT Util Overall	43.5	%
minimum clock period after layout	12.07	ns
Rel. slew slack	25.0	%
P_int	0.154	mW
post-CTS setup buffer count	0	
largest net degree at the start of global routing	58	
total routed wirelength	52500	µm
DRT met1 WL	20500	µm
Log Warnings	98	
Boundary Pins	102	
core box area	23800	µm²
DR vias/cell	6.96	
Cell Chain, Critical Path	clkdlybuf4s50_1 > buf_4 > clkinv_1 > buf_4 > ha_1 > o211ai_1 > a21oi_1 > o21ai_0 > a2111o_1 > a2111oi_0 > nor4_1 > a221oi_1 > a31oi_1 > nand4b_1 > nand4bb_1 > nor2b_1 > clkdlybuf4s50_1	
via count	12069	
CP arrival	8.79	ns
leak pwr	4.31	nW
Slew @ Worst Pin	1.13	ns
flop count	0	
Final Hold Fails	0	
Initial DRT Pass Iterations	6	
detailed-placement wirelength estimate	41000	µm
GR Overflow Total	0	
Max-Cap Viols	0	
most instantiated logic cells after routing	156 x nand2_1, 122 x nor2_1, 98 x ha_1	
Ys Warns	1	
CTS resizes	0	
Routability Congestion	1.09	
Startpoint Class	input port	
top layer in use	met5	
Sw Share	61.4	%
Flop area	0	µm²
combinational share of power	100.0	%
initial DRC count	1414	
peak supply drop	0.0211	mV
final setup fails	0	
f_max	82.8	MHz
Syn Std Cell Area	9800	µm²
initial antenna violation count	3	
hold crit path type	input port to output pin	
Remaining DRCs	0	
cell area power density	36.3	nW/µm²
fillcell total	2423	
# port buffers	102	
Final Slew Violations	0	
Fin Setup TNS	0	ns
Unique cell types	92	
vias in the first global route	11167	
die width	159	µm
area delta synth->final	12.1	%
Syn Area/Cell	7.07	µm²
CP max stage delay	0.59	ns
Initial Utilization	41.3	%
CP Capture Type	output pin	
Rows	56	
status	finished, final reports clean	
Post-Synthesis Cells	1386	
Psw	0.245	mW
first-pass GRT wire length	76400	µm
Tcrit/Tclk final	73.6	%
register share after synthesis	0	%
Seq pwr share	0	%
hold_buf cts	0	
Chip Area	25100	µm²
post-synth area from yosys stat	9800	µm²
layout cells sized above 1	10.8	%
==> worst max-delay path, delay by kind of cell <==
family / cells / cell delay (ns)
adder cells (fa/ha/maj): 1 / 0.52
AND-OR/OR-AND: 7 / 2.35
AND/OR/NAND/NOR: 4 / 0.87
buffers and inverters: 5 / 1.72
==> cells in the mapped netlist, types with 13 or more instances <==
cell type / number / area, µm²
nand2_1: 156 / 586
nor2_1: 122 / 458
ha_1: 98 / 1230
a21oi_1: 94 / 470
inv_1: 94 / 353
o21ai_0: 93 / 465
clkbuf_1: 67 / 251
mux4_2: 63 / 1420
nor3_1: 38 / 190
a31oi_1: 30 / 188
nand3_1: 30 / 150
mux2i_1: 29 / 290
buf_2: 27 / 135
a211oi_1: 26 / 195
o211ai_1: 26 / 195
nor2b_1: 22 / 138
a22oi_1: 17 / 128
nor4_1: 17 / 106
or3_1: 17 / 106
o22ai_1: 15 / 93.8
xnor2_1: 14 / 123
nand4_1: 13 / 81.3
==> power by group through the flow <==
stage / Combinational [mW] / Sequential [mW] / Clock (mW)
CTS: 0.385 / 0 / 0
global route: 0.421 / 0 / 0
finish: 0.399 / 0 / 0
==> per-layer routing <==
metal  track usage [%]  vias to the layer above
met5                 0                        -
met4              18.9                        2
met3              13.0                      177
met2              65.5                      921
met1              58.1                     5634
li1                  -                     5335
==> through the flow <==
step	setup slack (ns)	hold WS (ns)	cells	utilization, %	power [mW]
4_1_cts	4.53	7.84	1733	46.2	0.385
5_1_grt	4.09	7.94	1733	46.2	0.421
6_report	4.33	7.83	1733	46.2	0.399
3_5_place_dp	4.56	7.83	1733	46.2	0.383
2_1_floorplan	5.99	6.81	1386	-	0.233
3_3_place_gp	4.56	7.84	1733	46.2	0.386
==> cell type report <==
| cell class | count | area [µm²] | share of cell area (%) |
|---|---|---|---|
| multi-input combinational | 1171 | 8890 | 81.0 |
| timing repair buffer | 146 | 1330 | 12.1 |
| tap | 319 | 399 | 3.63 |
| inverter | 97 | 364 | 3.32 |
==> logic make-up (layout without fill, tap and decap cells) <==
| family | count (synthesis) | count (layout) | share of synthesized area [%] |
|---|---|---|---|
| muxes | 109 | 109 | 20.0 |
| adders and majority gates | 100 | 100 | 12.9 |
| xor gates and xnor gates | 16 | 16 | 1.43 |
| and+or+nand+nor | 482 | 482 | 23.7 |
| buffers and inverters | 215 | 243 | 9.60 |
| AOI/OAI and AO/OA | 464 | 464 | 32.3 |
==> worst paths after layout <==
check             startpoint   endpoint  cells past startpoint
setup / recovery        B[4]       zero                     17
hold / removal          B[1]  result[2]                      5
No activity file was given, so power comes from the tool's default toggle rates.
