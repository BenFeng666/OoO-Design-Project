[flow/run.sh]
#!/bin/bash
# OpenROAD 26Q1-2900-gdf79404cd8, Yosys 0.63+post, stock flow scripts
make -C /OpenROAD-flow-scripts/flow DESIGN_CONFIG=/design/flow/config.mk WORK_HOME=/design/flow/orfs finish
[flow/config.mk]
export PLATFORM = sky130hd
export DESIGN_NAME = PC_mux
export DESIGN_NICKNAME = PC_mux
export VERILOG_FILES = /design/flow/design.v
export SDC_FILE = /design/flow/constraint.sdc
export NUM_CORES = 4
export LEC_CHECK = 1
export CORE_AREA = 10 10 70 70
export DIE_AREA = 0 0 80 80
[flow/design.v]
module PC_mux (
    input wire [31:0] PC4,
    input wire [31:0] branch_target,
    input wire [31:0] jal_target,
    input wire [1:0] pc_sel,  
    output reg [31:0] next_pc
);
always @(*) begin
    case (pc_sel)
    default: next_pc = PC4;
    2'b00: next_pc = PC4;
    2'b01: next_pc = branch_target;
    2'b11: next_pc = jal_target;
    endcase
end
endmodule
[flow/constraint.sdc]
current_design PC_mux

set clk_period 3.4
set clk_io_pct 0.2

create_clock -name clk0 -period $clk_period

set non_clock_inputs [all_inputs -no_clocks]
set_input_delay [expr $clk_period * $clk_io_pct] -clock clk0 $non_clock_inputs
set_output_delay [expr $clk_period * $clk_io_pct] -clock clk0 [all_outputs]
==> results.txt <==
run results: status completed, core area 0.00342 sq mm, Combinational Power Share 100.0%, min-delay src pc_sel[0], Worst path slowest cell clkdlybuf4s50_1, final setup fails 0, Routed WL 4110 um, first-pass GRT wire length 6350 um, vias in the first global route 1217, chip footprint 0.00640 sq mm, overall power 0.246 mW, Net Sw Power 0.0613 mW, hold buffer count at cts 0, Critical Path End Type primary output, share of cells above drive strength 1 3.03%, Slew @ Worst Pin 0.311 ns, yosys warning tally 1, Power Internal 0.184 mW, DR DRC count 0, Syn Inst Count 107, area delta synth->final 183%, worst path required time 2.72 ns, final worst path period need 2.63 ns, Arr. time, crit path 1.95 ns, cell count after placement 277, GR Util All Layers 12.2%, crit-path max cell delay 0.49 ns, Post-synth seq share 0%, post-route insts no fill 277, max-cap violations 0, die height 80 um, Flop Count 0, GPL Wtd Cong 0.826, crit path from pc_sel[1], top cells by area mux2i_1 (45%), a21oi_1 (23%), nor2_1 (17%), mapped cell area 706 sq um, antenna cells 0, grt ovf 0, synth unique cells 8, post-CTS resize count 0, WHS Path Cells 4, hold crit path type in -> out, Multi-input gate area 601 sq um, Slew HR 79.2%, Routed Antenna Nets 0, TritonRoute pass-1 iters 2, Final Slew Violations 0, CP cell instances buf_2, buf_4, mux2i_1, a21oi_1, clkdlybuf4s50_1, clock buf count 0, Die Width 80 um, Worst setup SP type primary input, YS chip area 706 sq um, Vias 1174, RSZ-0062 raised after global routing false, drt initial violations 12, Yosys top cell by area mux2i_1, clock power share 0%, Sw Ratio 25.0%, num rows 21, hpwl dp 3720 um, Peak Freq 381 MHz, final setup TNS 0 ns, Log Warnings 33, period utilisation layout 77.2%, leakage power 0.835 nW, Worst VDD drop 0.0632 mV, IO Pins 130, number of vias per cell 4.24, port bufs 130, Flop area 0 sq um, crit path kind in -> out, pwr dens 123 mW/mm^2, initial antenna violation count 0, syn_area_per_cell 6.60 sq um, Post-CTS Repair Setup Buffers 0, wire per inst 14.8 um, Max Fanout on Critical Path 10, largest net degree at the start of global routing 35, Sequential Power Share 0%, fp_density 20.7%, fill count 318, most common library cells after synthesis a21oi_1 (32), mux2i_1 (32), nor2_1 (32), # Cells Yosys 107, Largest type area fraction 45.4%, Hold Violations, Final 0
==> cells by family after synthesis <==
group / share of synthesized area, %
AOI/OAI and AO/OA: 22.7
buffers and inverters: 14.9
muxes: 45.4
and+or+nand+nor: 17.0
==> power groups by stage <==
stage                 logic (mW)  registers (mW)  clock network [mW]
final                      0.246               0                   0
after global routing       0.269               0                   0
after CTS                  0.250               0                   0
==> layout make-up <==
type,count,share of cell area [%]
well taps,46,2.88
multi-input cells,96,30.0
repair buffers,135,67.1
==> layout by cell type, fill, tap and decap left out, drive strengths merged <==
master,n
buf,7
clkdlybuf4s50,128
a21oi,32
mux2i,32
nor2,32
==> layer usage <==
metal | wire (um) | up-vias | track usage (%)
li1 | - | 632 | -
met1 | 1550 | 472 | 13.5
met2 | 2020 | 70 | 21.7
met3 | 541 | 0 | 5.91
met4 | 0 | 0 | 0
met5 | 0 | - | 0
==> stage by stage <==
stage	utilization (%)	cell area (sq um)	hold slack [ns]	worst slack, ns
6_report	58.5	2000	2.22	0.775
5_1_grt	58.5	2000	2.28	0.675
4_1_cts	58.5	2000	2.24	0.753
3_5_place_dp	58.5	2000	2.23	0.754
3_3_place_gp	58.5	2000	2.23	0.792
2_1_floorplan	-	706	1.44	1.56
==> worst paths after layout <==
path / slack [ns] / to
max: 0.77 / next_pc[12]
min: 2.22 / next_pc[21]
==> critical path, delay by kind of cell <==
kind,cells,cell delay [ns]
compound gates,1,0.17
mux,1,0.09
buf+inv,3,1.00
Power and IR drop assume default switching activity.
